==> flow/design.v <==
module led #(parameter N=2)
    (
    input logic clkIn,
    input logic rst,
    output logic ledOut
    );
int ticks;
always_ff @(posedge clkIn) begin
    if(rst) begin
        ticks <= 0;
        ledOut <= 0;
    end
    else if (ticks == N - 1) begin
        ticks <= 0;
        ledOut <= ~ledOut;
    end 
    else begin
        ticks <= ticks + 1; 
    end
end
endmodule
==> flow/run.sh <==
#!/bin/bash
# OpenROAD 26Q1-2900-gdf79404cd8, Yosys 0.63+post, stock flow scripts
make -C /OpenROAD-flow-scripts/flow DESIGN_CONFIG=/design/flow/config.mk WORK_HOME=/design/flow/orfs finish
==> flow/config.mk <==
export PLATFORM = sky130hd
export DESIGN_NAME = led
export DESIGN_NICKNAME = led
export VERILOG_FILES = /design/flow/design.v
export SDC_FILE = /design/flow/constraint.sdc
export NUM_CORES = 4
export LEC_CHECK = 1
export CORE_UTILIZATION = 30
==> flow/constraint.sdc <==
current_design led

set clk_period 4.8
set clk_io_pct 0.2

create_clock -name clk0 -period $clk_period [get_ports {clkIn}]

set non_clock_inputs [all_inputs -no_clocks]
set_input_delay [expr $clk_period * $clk_io_pct] -clock clk0 $non_clock_inputs
set_output_delay [expr $clk_period * $clk_io_pct] -clock clk0 [all_outputs]
==> ci_impl_report.md <==
## PnR job results

| Metric | Value |
|---|---|
| Finished Layout Cells | `260` |
| Total wire length after detailed routing | `3180 µm` |
| DIE WIDTH | `75.4 µm` |
| Slowest library cell on the worst path | `clkdlybuf4s50_1` |
| Startpoint of the worst hold path | `ticks[0]` |
| Largest buffer count on any clock path | `2` |
| Starting DRT DRC Count | `80` |
| Number of endpoints with negative hold slack in the final report | `0` |
| Combined flip-flop and latch cell area | `661 µm²` |
| WL/cell | `12.2 µm` |
| Final antenna-violating net count | `0` |
| Accumulated negative setup slack | `0 ns` |
| Synthesized chip area reported by yosys | `0.00162 mm²` |
| Final Max-Slew Violation Tally | `0` |
| Count of standard-cell rows | `26` |
| First element of the critical path | `ledOut` |
| Largest stage delay on the critical path | `0.46 ns` |
| Tightest Pin Transition | `0.608 ns` |
| Number of diodes added for antenna fixing | `0` |
| Total congestion overflow | `0` |
| Dominant logic cell type in the layout | `dfxtp_1` |
| Avg Inst Size Synth | `8.56 µm²` |
| Internal power | `0.393 mW` |
| Global-route wire length before repair | `5350 µm` |
| WP data arrival | `1.07 ns` |
| Leakage power | `0.529 nW` |
| DP Cell Count | `252` |
| Setup violators final | `0` |
| Total Routing Usage GR | `0.122` |
| Placer Congestion | `0.776` |
| Cell count after synthesis | `189` |
| Number of logged tool warnings | `26` |
| Prevailing post-synth register cell | `dfxtp_1` |
| Unrepaired setup endpoints after global routing | `false` |
| Origin of the critical flop-to-flop path | `ticks[0]` |
| Hold buffer count at cts | `0` |
| Busiest layer in global routing | `met1` |
| Dominant logic cell types in the final layout | `33 x dfxtp_1, 19 x a21oi_1, 15 x nor2_1` |
| Combinational cell fraction of total power | `0.059` |
| Die Footprint | `0.00569 mm²` |
| Buf+Inv Stages, Crit Path | `1` |
| Delay-heaviest family, CP | `buffers and inverters` |
| Total number of vias | `1354` |
| Worst setup path class | `flop to output port` |
| Fraction of met2 tracks used by global routing | `0.178` |
| Highest achievable clock rate | `0.492 GHz` |
| TritonCTS clock tree | `done` |
| Clock power share | `0.388` |
| Area overhead of the layout relative to synthesis | `9.20%` |
| Maximum number of pins on one net before global-route repair | `32` |
| Die outline height | `75.4 µm` |
| Post-CTS Setup Repair Bufs | `0` |
| Share of synthesized registers carrying an async set or reset | `0` |
| Router iterations before antenna repair | `4` |
| Clock latency (worst-skew pair) | `0.28 ns` |
| Ys flops | `33` |
| DRC Markers | `0` |
| Power spent charging and discharging nets | `0.117 mW` |
| Unique cell types | `32` |
| Post-synth tally of flip-flops with integrated enable | `0` |
| Area of combinational cells with multiple inputs | `903 µm²` |
| Sequential power share | `0.553` |
| Vias per std cell | `5.21` |
| Hold Path Class | `flop to flop` |
| Init Core Util | `0.315` |
| Maximum VDD drop | `127 µV` |
| Startpoint kind of the worst setup timing path | `flop` |
| DP Wirelength | `2060 µm` |
| Register share after synthesis | `0.408` |
| Core Region | `0.00514 mm²` |
| Clock Sinks | `33` |
| Share of post-route cells with drive strength above 1 | `0.0579` |
| Share of the clock period used by the worst path | `0.424` |
| Met3 routing resource usage after global routing | `0.0268` |
| Vias in the first global route | `1173` |
| CTS Buf Count | `5` |
| Crit end category | `output port` |
| Antenna violations before repair | `0` |
| Max Fanout on Critical Path | `3` |
| Filler cell count | `546` |
| Crit path time final | `2.03 ns` |
| CTS H-tree depth | `2` |
| Sequence of cells on the critical path | `clkdlybuf4s50_1` |
| Count of yosys warnings during synthesis | `1` |
| Power density relative to cell area | `289 mW/mm²` |
| Count of input and output buffers | `2` |
| Cell total in the yosys stat output | `189` |
| Max-slew headroom at the worst pin | `0.594` |
| Number of instances resized during post-cts repair | `0` |
| Outcome | `completed` |
| MaxCap Viol Count | `0` |
| CTS Root Buffer Type | `clkbuf_8` |
| Clock-pin slew on the worst setup and hold paths | `0.06 ns` |
| Worst clock skew | `0.00446 ns` |
| Post-synth design cell area | `0.00162 mm²` |
| Worst Path Required | `3.84 ns` |
| Sw Share | `0.230` |
| Number of I/O pins | `3` |
| Grt met1 use | `0.192` |
## stage by stage
| step | util | power, mW | hold WS, ns | cell area [µm²] | worst slack [ns] |
|---|---|---|---|---|---|
| after floorplan | - | 0.307 | 0.434 | 1620 | 3.20 |
| after global placement | 0.328 | 0.319 | 0.449 | 1690 | 2.66 |
| after detailed placement | 0.328 | 0.319 | 0.458 | 1690 | 2.64 |
| after CTS | 0.344 | 0.519 | 0.474 | 1770 | 2.75 |
| after global routing | 0.344 | 0.533 | 0.493 | 1770 | 2.65 |
| final | 0.344 | 0.510 | 0.471 | 1770 | 2.77 |
## power by group through the flow
stage | combinational [mW] | clock (mW) | sequential (mW)
final | 0.0300 | 0.198 | 0.282
after global routing | 0.0338 | 0.217 | 0.283
after CTS | 0.0308 | 0.206 | 0.282
## synthesized netlist by cell type, drive strengths merged (3+ instances only)
cell type	n	area (µm²)
and4	6	53.8
buf	6	35.0
clkbuf	4	15.0
and3	3	18.8
nand3	10	50.1
a21oi	19	95.1
xor2	7	61.3
nand2	10	40.0
xnor2	4	35.0
nor2	15	56.3
o31ai	10	75.1
o21ai	10	50.1
nor4	8	50.1
nand4	12	96.3
or4	10	75.1
or3	9	56.3
dfxtp	33	661
## worst paths after layout
kind / end / cells past startpoint / slack, ns
max: ledOut / 1 / 2.77
min: ticks[0] / 1 / 0.47
max reg2reg: ticks[30] / 5 / 2.85
min reg2reg: ticks[0] / 1 / 0.47
## cells by family after synthesis
logic type | Yosys count | share of synthesized area
and+or+nand+nor | 90 | 0.334
AOI/OAI and AO/OA | 40 | 0.141
DFF | 33 | 0.408
buffers and inverters | 12 | 0.0356
xor gates and xnor gates | 11 | 0.0595
adders and majority gates | 2 | 0.0155
muxes | 1 | 0.00619
## metal layers
metal  part of all wire  vias to the layer above
met5                  0                        -
met4              0.010                        0
met3              0.033                        4
met2               0.40                       17
met1               0.55                      609
li1                   -                      724
## registers in the layout, indices dropped and copies added (netlist names)
signal  cells
ledOut      1
ticks      32
## cell type report
cell class	instances	area share
repair buffers	3	0.0156
multi-input cells	144	0.511
clock buffers	8	0.0453
well taps	70	0.0496
flip-flops and latches	33	0.374
inverters	2	0.00425
Power is estimated from default activity; no workload was simulated.
